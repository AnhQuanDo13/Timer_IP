--- flow/run.sh ---
#!/bin/bash
# OpenROAD 26Q1-2900-gdf79404cd8, Yosys 0.63+post, stock flow scripts
make -C /OpenROAD-flow-scripts/flow DESIGN_CONFIG=/design/flow/config.mk WORK_HOME=/design/flow/orfs finish
--- flow/constraint.sdc ---
current_design timer_top

set clk_period 1.4
set clk_io_pct 0.2

create_clock -name clk0 -period $clk_period [get_ports {sys_clk}]

set non_clock_inputs [all_inputs -no_clocks]
set_input_delay [expr $clk_period * $clk_io_pct] -clock clk0 $non_clock_inputs
set_output_delay [expr $clk_period * $clk_io_pct] -clock clk0 [all_outputs]
--- flow/design.v ---
module counter (
  input wire sys_clk,
  input wire sys_rst_n,
  input wire [63:0] TDR,
  input wire timer_en,
  input wire div_en,
  input wire halt_req,
  input wire [7:0] clk_div,
  input wire TDR_sel,
  output reg [63:0] cnt
);
  reg [7:0] clk_cnt;
  always @(posedge sys_clk or negedge sys_rst_n) begin
    if (!sys_rst_n) begin
      clk_cnt <= 8'b0;
      cnt <= TDR; 
		end else begin
      if (timer_en) begin
        if (TDR_sel) begin
          cnt <= TDR;
        end else begin
          if (div_en) begin
            if (clk_cnt == clk_div) begin
              clk_cnt <= 8'b0;
              cnt <= cnt + 1;
            end else begin
             clk_cnt <= halt_req ? clk_cnt : (clk_cnt + 1);
            end
          end else begin
            cnt <= halt_req ? cnt : (cnt + 1);			 
					end
        end
      end else begin
        cnt <= TDR; 
      end
		end
  end
endmodule
module register (
  input wire					sys_clk,
  input wire					sys_rst_n,
  input wire					tim_psel,
  input wire					tim_pwrite,
  input wire					tim_penable,
	input wire	[3:0]		tim_pstrb,
  input wire	[11:0]	tim_paddr,
  input wire	[31:0]	tim_pwdata,
  output reg	[31:0]	tim_prdata,
  output wire					tim_pready,
  output reg					tim_pslverr,
  output reg					tim_int,
  input wire					dbg_mode,
  input wire [63:0] cnt,
  output reg        timer_en,
  output reg [7:0]  clk_div,
  output reg        div_en,
  output reg [63:0] TDR,
	output reg        halt_req,
  output reg        TDR_sel
);
  localparam TCR_OFFSET   = 12'h000;
  localparam TDR0_OFFSET  = 12'h004;
  localparam TDR1_OFFSET  = 12'h008;
  localparam TCMP0_OFFSET = 12'h00C;
  localparam TCMP1_OFFSET = 12'h010;
  localparam TIER_OFFSET  = 12'h014;
  localparam TISR_OFFSET  = 12'h018;
  localparam THCSR_OFFSET = 12'h01C;
  reg [31:0] TCR, TDR0, TDR1, TCMP0, TCMP1, TIER, TISR, THCSR;
  reg [3:0] div_val;
  reg [3:0] pre_val;
  reg				TDR0_sel, TDR1_sel;
  reg				int_st;
	reg				int_en;
	reg				halt_ack;
	reg				WS;
  always @(*) begin
    timer_en = TCR[0];
    div_en   = TCR[1];
    div_val  = TCR[11:8];
    int_en   = TIER[0];
    int_st   = TISR[0];
    halt_req = THCSR[0];
    halt_ack = THCSR[1];
    TDR      = {TDR1, TDR0};
    TDR_sel  = TDR0_sel || TDR1_sel;
  end
	assign interrupt = ((cnt == {TCMP1, TCMP0}) || (cnt == 64'hFFFF_FFFF_FFFF_FFFF)) ? 1 : 0;
  assign invalid_addr = (tim_pready && tim_paddr != 12'h004 && tim_paddr != 12'h000 && tim_paddr != 12'h008 && tim_paddr != 12'h00C && tim_paddr != 12'h010 && tim_paddr != 12'h014 && tim_paddr != 12'h018 && tim_paddr != 12'h01C);
  always @(posedge sys_clk or negedge sys_rst_n) begin
    if (!sys_rst_n) begin
			TCR         <= 32'h0000_0100;
			TDR0        <= 32'h0000_0000;
			TDR1        <= 32'h0000_0000;
      TCMP0       <= 32'hFFFF_FFFF;
      TCMP1       <= 32'hFFFF_FFFF;
      TIER        <= 32'h0000_0000;
      TISR        <= 32'h0000_0000;
      THCSR       <= 32'h0000_0000;
      tim_prdata  <= 32'h0000_0000;
      pre_val     <= 1;
      tim_int     <= 0;
    end else if (tim_psel && tim_pwrite && tim_penable && tim_pready) begin
      case (tim_paddr)
        TCR_OFFSET: begin
					TCR[7:0]			<= (tim_pstrb[0]) ? tim_pwdata[7:0] 	: 0;
          TCR[15:8]			<= (tim_pstrb[1]) ? tim_pwdata[15:8] 	: 0;
          TCR[23:16]		<= (tim_pstrb[2]) ? tim_pwdata[23:16] : 0;
          TCR[31:24]		<= (tim_pstrb[3]) ? tim_pwdata[31:24] : 0;
					if (!TCR[0]) begin
						TCR[1] <= tim_pwdata[1];
					end else begin
						if (TCR[1]) begin
							if (tim_pwdata[1]) 
								TCR[1] <= tim_pwdata[1];
							else	
								TCR[1] <= TCR[1];
						end else begin
							if (tim_pwdata[1]) 
								TCR[1] <= TCR[1];
							else
								TCR[1] <= tim_pwdata[1];
						end
					end
					if (tim_pwdata[11:8] > 8) TCR[11:8] <= pre_val;
          else											pre_val		<= tim_pwdata[11:8];
        end
        TDR0_OFFSET: begin
          TDR0[7:0]			<= (tim_pstrb[0]) ? tim_pwdata[7:0] 	: 0;
          TDR0[15:8]		<= (tim_pstrb[1]) ? tim_pwdata[15:8] 	: 0;
          TDR0[23:16]		<= (tim_pstrb[2]) ? tim_pwdata[23:16] : 0;
          TDR0[31:24]		<= (tim_pstrb[3]) ? tim_pwdata[31:24] : 0;
        end
        TDR1_OFFSET: begin
          TDR1[7:0]			<= (tim_pstrb[0]) ? tim_pwdata[7:0] 	: 0;
					TDR1[15:8]		<= (tim_pstrb[1]) ? tim_pwdata[15:8] 	: 0;
					TDR1[23:16]		<= (tim_pstrb[2]) ? tim_pwdata[23:16] : 0;
          TDR1[31:24]		<= (tim_pstrb[3]) ? tim_pwdata[31:24] : 0;
        end
        TCMP0_OFFSET: begin
          TCMP0[7:0]  	<= (tim_pstrb[0]) ? tim_pwdata[7:0] 	: 0;
          TCMP0[15:8] 	<= (tim_pstrb[1]) ? tim_pwdata[15:8] 	: 0;
          TCMP0[23:16] 	<= (tim_pstrb[2]) ? tim_pwdata[23:16] : 0;
					TCMP0[31:24] 	<= (tim_pstrb[3]) ? tim_pwdata[31:24] : 0;
        end
        TCMP1_OFFSET: begin
          TCMP1[7:0]  	<= (tim_pstrb[0]) ? tim_pwdata[7:0] 	: 0;
          TCMP1[15:8] 	<= (tim_pstrb[1]) ? tim_pwdata[15:8] 	: 0;
          TCMP1[23:16] 	<= (tim_pstrb[2]) ? tim_pwdata[23:16] : 0;
          TCMP1[31:24] 	<= (tim_pstrb[3]) ? tim_pwdata[31:24] : 0;
        end
        TIER_OFFSET: begin
          TIER[7:0]			<= (tim_pstrb[0]) ? tim_pwdata[7:0] 	: 0;
          TIER[15:8]		<= (tim_pstrb[1]) ? tim_pwdata[15:8] 	: 0;
          TIER[23:16]		<= (tim_pstrb[2]) ? tim_pwdata[23:16] : 0;
          TIER[31:24]		<= (tim_pstrb[3]) ? tim_pwdata[31:24] : 0;
        end
        TISR_OFFSET: begin
          TISR[7:0]			<= (tim_pstrb[0]) ? tim_pwdata[7:0] 	: 0;
          TISR[15:8]		<= (tim_pstrb[1]) ? tim_pwdata[15:8] 	: 0;
          TISR[23:16]		<= (tim_pstrb[2]) ? tim_pwdata[23:16] : 0;
          TISR[31:24]		<= (tim_pstrb[3]) ? tim_pwdata[31:24] : 0;
					if (tim_pstrb[0]) begin
						if (tim_pwdata[0] == 1) begin
							TISR[0] <= 0;
							tim_int <= 0;
						end else begin
							TISR[0] <= TISR[0];
							tim_int <= tim_int;
						end
					end else begin
							TISR[0] <= TISR[0];
							tim_int <= tim_int;
					end		
        end 
        default: begin
          THCSR[7:0]  	<= (tim_pstrb[0]) ? tim_pwdata[7:0] 	: 0;
          THCSR[15:8] 	<= (tim_pstrb[1]) ? tim_pwdata[15:8] 	: 0;
          THCSR[23:16] 	<= (tim_pstrb[2]) ? tim_pwdata[23:16] : 0;
          THCSR[31:24] 	<= (tim_pstrb[3]) ? tim_pwdata[31:24] : 0;
        end 
			endcase
    end
	end
  always @(*) begin
    if (tim_psel && !tim_pwrite && tim_penable && tim_pready) begin
      case (tim_paddr)
        TCR_OFFSET:   tim_prdata <= {20'b0, TCR[11:8], 6'b0, TCR[1], TCR[0]};
        TDR0_OFFSET:  tim_prdata <= (timer_en) ? cnt[31:0] : TDR0;
        TDR1_OFFSET:  tim_prdata <= (timer_en) ? cnt[63:32] : TDR1;
        TCMP0_OFFSET: tim_prdata <= TCMP0;
        TCMP1_OFFSET: tim_prdata <= TCMP1;
        TIER_OFFSET:  tim_prdata <= {31'b0, TIER[0]};
        TISR_OFFSET:  tim_prdata <= {31'b0, TISR[0]};
        THCSR_OFFSET: tim_prdata <= {30'b0, THCSR[1], THCSR[0]};
        default: tim_prdata <= 32'h0;
      endcase
		end else begin
			tim_prdata <= 32'h0000_0000;
		end
  end
	always @(posedge sys_clk or negedge sys_rst_n) begin
    if (!sys_rst_n) begin
      WS <= 0;
		end else begin
			if (tim_psel && tim_penable) begin
				WS <=  1;
			end else begin
				WS <=  0;
			end
		end
	end
	assign	tim_pready = (tim_penable & WS);
	always @(*) begin
    if (invalid_addr || (tim_pready && tim_pwrite && tim_paddr == TCR_OFFSET && ((tim_pwdata[11:8] > 4'b1000) || (TCR[0] && !TCR[1] && tim_pwdata[1]) || (TCR[0] && TCR[1] && !tim_pwdata[1])))) begin
			tim_pslverr = 1;
    end else begin
      tim_pslverr = 0;
    end
	end 
  always @(posedge sys_clk or negedge sys_rst_n) begin
    if (!sys_rst_n) begin
			TDR0_sel <= 0;
			TDR1_sel <= 0;
		end else begin
			if (tim_psel && tim_pwrite && tim_penable && tim_pready) begin
				case (tim_paddr)
				  TDR0_OFFSET: TDR0_sel <= 1;
				  TDR1_OFFSET: TDR1_sel <= 1;
				  default: begin
				    TDR0_sel <= 0;
				    TDR1_sel <= 0;
				  end
				endcase
			end else begin
				TDR0_sel <= 0;
				TDR1_sel <= 0;
			end
		end
  end
	reg timer_en_delay;
	always @(posedge sys_clk) begin
		timer_en_delay <= timer_en;
	end
	assign timer_en_st = !timer_en && timer_en_delay;
	always @(*) begin
		if (timer_en_st) begin
			TDR0 <=  0 ;
			TDR1 <=  0 ;
		end else begin
			TDR0 <= TDR0;
			TDR1 <= TDR1;
		end
	end
  always @(*) begin
    if (interrupt) begin
			if(TIER[0]) begin
				tim_int <= 1;
				TISR[0] <= 1;
			end else begin
				tim_int <= 0;
				TISR[0] <= 1;
			end
		end else begin
			tim_int <= TIER[0] ? TISR[0] : 0;
		end
  end
	always @(*) begin
		if (div_val == 4'b0000)
			clk_div <= 8'd0;
		else
			clk_div <= (1 << div_val) - 1;
	end
  always @(*) begin
    if (dbg_mode) begin
			THCSR[1] <= THCSR[0] ? 1 : 0;
    end else begin
      THCSR[0] <= 0;
      THCSR[1] <= 0;
    end
  end
endmodule
module timer_top (
	input wire 					sys_clk,
  input wire 					sys_rst_n,
  input wire 					tim_psel,
  input wire 					tim_pwrite,
  input wire 					tim_penable,
  input wire 	[11:0] 	tim_paddr,
  input wire 	[31:0] 	tim_pwdata,
  output wire [31:0] 	tim_prdata,
  output wire 				tim_pready,
  input wire	[3:0] 	tim_pstrb,
 	output wire 				tim_pslverr,
  input wire 					dbg_mode,
  output wire 				tim_int
);
  wire								timer_en;
  wire								div_en;
  wire				[7:0]		clk_div;
	wire				[63:0]	cnt; 
  wire				[63:0]	TDR;  	
  wire								halt_req;
  wire								TDR_sel;
	counter u_counter (
		.sys_clk			( sys_clk			),
    .sys_rst_n		( sys_rst_n		),
    .TDR_sel			( TDR_sel			),
    .TDR					( TDR					),
    .timer_en			( timer_en		),
    .div_en				( div_en			),
    .halt_req			( halt_req		),
    .clk_div			( clk_div			),
    .cnt					( cnt					)
	);
	register  u_register (
		.sys_clk			( sys_clk			),
		.sys_rst_n		( sys_rst_n		),
		.TDR_sel			( TDR_sel			),
		.dbg_mode			( dbg_mode		),
		.tim_psel			( tim_psel		),
		.tim_pwrite		( tim_pwrite	),
		.tim_pstrb		( tim_pstrb		),
		.tim_penable	( tim_penable	),
		.tim_paddr		( tim_paddr		),
		.tim_pwdata		( tim_pwdata	),
		.tim_prdata		( tim_prdata	),
		.tim_pready		( tim_pready	),
		.tim_pslverr	( tim_pslverr	),
		.tim_int			( tim_int			),
		.halt_req			( halt_req		),
		.timer_en			( timer_en		),
		.clk_div			( clk_div			),
		.div_en				( div_en			),
		.TDR					( TDR					),
		.cnt					( cnt					)
		);
endmodule
--- flow/config.mk ---
export PLATFORM = sky130hd
export DESIGN_NAME = timer_top
export DESIGN_NICKNAME = timer_top
export VERILOG_FILES = /design/flow/design.v
export SDC_FILE = /design/flow/constraint.sdc
export NUM_CORES = 4
export LEC_CHECK = 1
export CORE_AREA = 10 10 70 70
export DIE_AREA = 0 0 80 80
==> results.yml <==
# flow metrics
pwr:
  post-layout-total-power_mw: 0.3204
  vdd_ir_drop_max_mv: 0.1157
  leakage_nw: 0.3494
  pwr_density_cell_nw_per_um2: 455.6
final_timing:
  timing.clock.skew_ns: 0.001220
  fmax_ghz: 0.6603
  finalWorstPathRequiredPeriod_ns: 1.514
  grt_setup_unrepaired: "true"
  setup_viol_count_final: 2
  worst_setup_margin_ns: -0.1145
  hold_violations: 0
  maxSlewViolCount: 0
  fin_crit_sh_pct: 108.2
placed_design:
  gp_congestion: 0.7357
  hpwlAfterDp_um: 1219
  dp_slack_ns: -0.7995
  placed_area_um2: 681.9
  port-buffer-count: 25
route:
  postRouteAntennaNets: 0
  vias: 373
  detail_route.antenna_diodes: 0
  routed_wirelength_um: 1313
  post_drt_via_cell_ratio: 2.805
  drt_drc_violations_left: 0
  drt-wirelength-per-cell_um: 9.872
  firstDrtPassIters: 2
  count_of_routing_violations_after_the_opening_detailed_route_iteration: 3
clock_tree:
  buffers_from_clock_root_to_sink_at_most: 2
  clk_pin_slew_worst_paths_ns: 0.04
  tritoncts_num_sinks: 3
  clk-insertion-delay-late_ns: 0.23
  cts-root-buf: "sky130_fd_sc_hd__clkbuf_4"
  htreeDepth: 1
  clock_tree_from_tritoncts: "yes"
  tritoncts.num_buffers: 3
  post_cts.repair.setup_buffers: 0
final_layout:
  seq_area_um2: 75.07
  drive_above_1_share_pct: 20.69
  combGateArea_um2: 291.5
  final_area_um2: 703.2
  n_fill_cell: 381
  areaGrowthSynthToFinish_pct: 49.07
worst_setup_path:
  worstSetupPathType: "input port to primary output"
  critical_path_required_ns: 1.12
  crit_path_start_kind: "input port"
  worstSetupEndpointType: "primary output"
  crit_path_max_fanout: 1
  data_arrival_time_of_the_critical_path_ns: 1.23
global_route:
  grt_start_max_net_pins: 4
  globalRoute.totalOverflow: 0
  first_pass_grt_wire_length_um: 1856
  first_global_vias: 445
  initial_antenna_violation_count: 0
  track_usage_pct: 3.455
worst_hold_path:
  min-delay-path-class: "input port to asynchronous set/reset pin"
status:
  result_of_the_run: "complete, but fails checks"
  failed_checks: "negative setup slack"
logic_synthesis:
  fa_ha_area_share_pct: 0
  synth.cell_area_um2: 471.7
  yosysCellCount: 55
  synth.area.mux_share_pct: 2.387
  post_synth_most_frequent_cells: "sky130_fd_sc_hd__buf_4 (33), sky130_fd_sc_hd__dfrtp_1 (3), sky130_fd_sc_hd__and2_1 (2)"
  postSynth.asyncResetShare_pct: 100.0
  ys_sh_simple_pct: 20.95
  synth_xor_xnor_area_share_pct: 1.857
  yosys_most_used_dff: "sky130_fd_sc_hd__dfrtp_1"
  number_of_synthesis_warnings: 205
  yosys-stat-area_um2: 471.7
  count_of_different_cell_masters_after_synthesis: 20
  edf_count: 0
  yosys.area.top_type_share_pct: 52.52
  yosys-dominant-comb-family: "buffers and inverters"
  post-synth-top-area-cell: "sky130_fd_sc_hd__buf_4"
  postSynthSeqShare_pct: 15.92
  syn_area_per_cell_um2: 8.576
  synth_flops: 3
  netlist.top_cell.by_instances: "sky130_fd_sc_hd__buf_4"
  synth.top_cells.by_area: "sky130_fd_sc_hd__buf_4 (53%), sky130_fd_sc_hd__dfrtp_1 (16%), sky130_fd_sc_hd__nor4_4 (4.5%)"
  syn_inst_count: 55
  aoi_share_pct: 5.570
floorplan:
  core_area_um2: 3416
  floorplan.die_area_um2: 6400
  num_rows: 21
  floorplan.initialDensity_pct: 13.81
  top_level_ports: 89
  die-height_um: 80
  die_width_um: 80
flow_run:
  tool_warnings: 57
  max-cap-violations: 0
## placed cells by master (no fill, tap or decap), drive strengths merged
master	count
nor3	2
clkdlybuf4s15	2
clkbuf	4
mux2	1
nor4	1
a22o	1
dlygate4sd2	11
a21oi	1
and2	2
nor2b	1
dfrtp	3
o21ai	1
nor4b	1
conb	33
xor2	1
nor2	1
nand3	2
nand2	1
or3	1
clkdlybuf4s50	8
buf	8
o31ai	1
## timing repair
| action | 4_1_cts | 5_1_grt |
|---|---|---|
| resized | 32 | 0 |
| hold buffers | 0 | 0 |
| pin swaps | 9 | 0 |
| gates cloned | 0 | 0 |
| endpoints found under the setup margin | 4 | 2 |
## flip-flops by register name, indices dropped and copies added, names as in the netlist
register	cells
u_register.WS	1
u_register.TCR	2
## worst paths after layout
path | startpoint | to | slack (ns) | cells after the start
setup reg to reg | u_register.WS | u_register.TCR[1] | 0.16 | 5
hold / removal | sys_rst_n | u_register.WS | 0.23 | 1
setup / recovery | tim_pwdata[10] | tim_pslverr | -0.11 | 6
max in group asynchronous | sys_rst_n | u_register.TCR[1] | 1.03 | 1
min in group clk0 | tim_pwdata[1] | u_register.TCR[1] | 0.44 | 2
hold reg to reg | u_register.TCR[1] | u_register.TCR[1] | 0.51 | 1
## through the flow
stage	instances	hold WS, ns	TNS [ns]	util (%)
floorplan	87	-0.01559	0	-
global placement	129	0.4727	-2.018	19.96
detailed placement	129	0.4752	-2.017	19.96
CTS	133	0.2266	-0.1833	20.59
global route	133	0.2315	-0.3150	20.59
finish	133	0.2321	-0.1363	20.59
## per-layer routing
layer  vias up  share of wire, %  global-route usage [%]
li1        178                 -                       -
met1       157                42                   4.003
met2        36                43                   5.538
met3         2                13                   1.705
met4         0              0.99                  0.8803
met5         -                 0                       0
## logic make-up after synthesis
logic type	count (synthesis)
xor gates and xnor gates	1
buffers and inverters	33
and+or+nand+nor	12
AOI/OAI and AO/OA	4
other	1
DFF	3
muxes	1
## worst max-delay path, stage by stage
cell	delay, ns
sky130_fd_sc_hd__buf_6	0.09
sky130_fd_sc_hd__or3_1	0.36
sky130_fd_sc_hd__a22o_1	0.23
sky130_fd_sc_hd__a21oi_2	0.12
sky130_fd_sc_hd__nor2b_1	0.05
sky130_fd_sc_hd__buf_2	0.10
## cell type report
type / instances / area share (%)
multi-input cells: 51 / 41.46
repair buffers: 29 / 35.94
flip-flops and latches: 3 / 10.68
well taps: 46 / 8.185
clock buffers: 4 / 3.737
## report_power, final
group / total (mW) / switching, mW / internal [mW]
combinational: 0.0834 / 0.0283 / 0.0551
clock: 0.148 / 0.0415 / 0.107
sequential: 0.0889 / 0.000264 / 0.0887
Power figures rest on the tool's default switching activity, not on a simulated workload.
